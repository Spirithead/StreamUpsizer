--- design/flow/config.mk ---
export PLATFORM = sky130hd
export DESIGN_NAME = stream_upsize
export DESIGN_NICKNAME = stream_upsize
export VERILOG_FILES = /design/flow/design.v
export SDC_FILE = /design/flow/constraint.sdc
export NUM_CORES = 4
export LEC_CHECK = 1
export CORE_AREA = 10 10 85 85
export DIE_AREA = 0 0 95 95
export SYNTH_HDL_FRONTEND = slang
--- design/flow/constraint.sdc ---
current_design stream_upsize

set clk_period 2.3
set clk_io_pct 0.2

create_clock -name clk0 -period $clk_period [get_ports {clk}]

set non_clock_inputs [all_inputs -no_clocks]
set_input_delay [expr $clk_period * $clk_io_pct] -clock clk0 $non_clock_inputs
set_output_delay [expr $clk_period * $clk_io_pct] -clock clk0 [all_outputs]
--- design/flow/design.v ---
`timescale 1ns / 1ps
module stream_upsize#(
    parameter T_DATA_WIDTH = 1,
              T_DATA_RATIO = 2
    )(
        input  logic                    clk,
        input  logic                    rst_n,
        input  logic [T_DATA_WIDTH-1:0] s_data_i,
        input  logic                    s_last_i,
        input  logic                    s_valid_i,
        output logic                    s_ready_o,
        output logic [T_DATA_WIDTH-1:0] m_data_o [T_DATA_RATIO-1:0],
        output logic [T_DATA_RATIO-1:0] m_keep_o,
        output logic                    m_last_o,
        output logic                    m_valid_o,
        input  logic                    m_ready_i
    );
    reg [T_DATA_WIDTH-1:0] fifo [T_DATA_RATIO*2-1:0]; 
    reg [T_DATA_RATIO*2-1:0] fifo_valid; 
    reg [T_DATA_RATIO-1:0] cnt, pnt; 
    reg [T_DATA_WIDTH-1:0] fixed_data [T_DATA_RATIO-1:0]; 
    reg [T_DATA_RATIO-1:0] fixed_valid; 
    reg enter, last_enter, flush; 
    assign m_data_o = fixed_data;
    assign m_keep_o = fixed_valid;
    always@(posedge rst_n, posedge clk) begin
        if(rst_n)begin
            for(int i=0;i<T_DATA_RATIO*2;i=i+1)
                fifo[i] <= 0;
            for(int i=0;i<T_DATA_RATIO;i=i+1)
                fixed_data[i] <= 0;    
            fifo_valid <= 0;
            cnt <= 0;
            pnt <= 0;
            fixed_valid <= 0;
            s_ready_o <= 1;m_valid_o<=0;
            enter<=0;last_enter<=0;m_last_o<=0;flush<=0;
        end
        else begin
            if(m_ready_i) begin
                if((enter || last_enter) && !flush)begin
                    for(int j=0;j<T_DATA_RATIO;j=j+1)begin
                        fixed_data[j] <= fifo[pnt+j]; 
                        fixed_valid[j] <= fifo_valid[pnt+j];
                        fifo_valid[j] <= 0; 
                    end
                    m_valid_o <= 1; 
                    flush <= 1; 
                    if(pnt + T_DATA_RATIO >= T_DATA_RATIO*2) pnt <= 0; 
                    else pnt <= pnt + T_DATA_RATIO;
                    enter <= 0;
                    if(last_enter) begin 
                        m_last_o <= 1;
                        last_enter <= 0;
                        s_ready_o <= 1; 
                        cnt <= 0;
                        pnt <= 0;
                        fifo_valid <= 0;
                    end
                end
                else if(flush)begin
                    for(int j=0;j<T_DATA_RATIO;j=j+1)begin
                        fixed_data[j] <= 0;
                        fixed_valid[j] <= 0;
                    end
                    m_valid_o <= 0;
                    flush <= 0;
                    m_last_o <= 0;
                end  
            end
            if(m_ready_i && s_valid_i && s_ready_o)begin
                fifo[cnt] <= s_data_i;
                fifo_valid[cnt] <= 1; 
                if(cnt == T_DATA_RATIO*2-1) cnt <= 0; 
                else cnt <= cnt + 1;
                if(cnt == T_DATA_RATIO-1 || cnt == T_DATA_RATIO*2-1) enter <= 1;
                if(s_last_i)begin 
                    s_ready_o <= 0; 
                    last_enter <= 1;
                end
                else begin
                    s_ready_o <= 1;
                    last_enter <= 0;
                end
            end
            else if(!m_ready_i || !s_valid_i) s_ready_o <= 0;
        end
    end
endmodule
--- design/flow/run.sh ---
#!/bin/bash
# OpenROAD 26Q1-2900-gdf79404cd8, Yosys 0.63+post, stock flow scripts
make -C /OpenROAD-flow-scripts/flow DESIGN_CONFIG=/design/flow/config.mk WORK_HOME=/design/flow/orfs finish
==> notes.md <==
State of the implementation.

- The run finished with clean final reports.
- For the finished layout, the period the worst path requires is 1.72 ns.
- Setup repair after global routing left no endpoint under its margin.
- The maximum operating frequency is 583 MHz, for reference.
- The maximum number of buffers from clock root to sink is 2, for reference.
- The category of the worst setup path capture point is an output port, for reference.
- The number of iterations in the first detailed-routing pass is 4, for reference.
- The switching component of the power was reported as around 0.00013 W.
- Counting flops with a built-in enable in the synthesized netlist gives 0.
- The maximum number of pins on one net before global-route repair is 22, for reference.
- After synthesis, the netlist uses 24 different library cells.
- The timing report gives the clock slew at the launch and capture registers of the worst setup and hold paths as 0.08 ns.
- The total leakage power is 0.553 nW, for reference.
- The core region is 5470 µm².
- The switching share of power is 0.208, for reference.
- Per the detail_route report, DRC violations left total 0.
- The final antenna diode count is 0, for reference.
- The post-detailed-route wirelength per cell is 9.86 µm, for reference.
- TritonCTS created 3 clock buffers.
- Ranked by total cell area, the synthesized netlist is headed by sky130_fd_sc_hd__dfrtp_1, sky130_fd_sc_hd__mux2_4, sky130_fd_sc_hd__nand2_1, sky130_fd_sc_hd__ha_1, sky130_fd_sc_hd__mux2i_1.
- The report lists the number of cells resized after CTS as 0.
- Of the total power, combinational logic draws 0.044.
- The register area share after synthesis is 0.546, for reference.
- The number of maximum-capacitance violations recorded for the run is 0.
- The final count of pins violating max slew is 0, for reference.
- Per the gpl log, the routability congestion estimate is approximately 0.75.
- Per the detail_route report, the via count comes to between 600 and 700.
- For reference, the critical path cell chain is clkdlybuf4s50_1.
- The total routing usage reported by global routing is 0.0408, for reference.
- Internal power comes to just over 0.0005 W.
- The first-pass GRT wire length is 3.02 mm, for reference.
- The post-route setup TNS is 0 ns, for reference.
- Yosys printed 0 warnings.
- The period utilization is 0.746, for reference.
- The layout summary lists the proportion of cells stronger than drive strength 1 as 0.149.
- The delay of the slowest critical-path stage is 0.54 ns, for reference.
- The final timing report lists clock skew as 0.00116 ns.
- The die width is 95 µm, for reference.
- The number of antenna violations at the first check in global routing is 0, for reference.
- Detailed-route iteration 0 reported a violation count of 38.
- The CTS tree is done, for reference.
- Per the CTS log, the root buffer master is sky130_fd_sc_hd__clkbuf_8.
- Setup slack closes at 0.584 ns.
- The count of buffers added on input and output ports is 12.
- Yosys reports that the most numerous cell types are sky130_fd_sc_hd__dfrtp_1, sky130_fd_sc_hd__nand2_1, sky130_fd_sc_hd__o21ai_0.
- The top-level I/O count is 13, for reference.
- The cell class contributing the biggest share of worst-path delay is flip-flops, for reference.
- The part of the power in registers is 0.581, for reference.
- The die area is 9030 µm², for reference.
- For this run, the leading register cell type out of synthesis is sky130_fd_sc_hd__dfrtp_1.
- The routed wire length is 1.71 mm, for reference.
- The number of global-route vias before repair came to 609.
- The count of warning messages emitted by the tools is 28, for reference.
- The insertion delay of the later-clocked pin in the worst-skew pair is 0.26 ns, for reference.
- The synthesis-to-finish area growth is 25.8%, for reference.
- The stat command in Yosys gives a chip area of 965 µm².
- The post-route utilization of the core is recorded as 0.222.
- The number of hold buffers added after CTS was 0.
- The most frequent cell after synthesis is sky130_fd_sc_hd__dfrtp_1, for reference.
- The kind of launch point of the worst setup path is a flop, for reference.
- Per the synth stats, the proportion of register bits with asynchronous set or reset is 1.00.
- The register bit count reported by yosys is 21, for reference.
- The initial core utilization is 0.176, for reference.
- The detailed placer's ending HPWL is 1.33 mm, for reference.
- Of the post-synthesis cell area, the dominant cell type holds 0.519.
- According to the timing report, the arrival time at the worst endpoint equals 1.26 ns.
- In this run the vertical extent of the chip is 95 µm.
- The leftover overflow at the end of global routing is 0, for reference.
- The number of standard cells reported by yosys is 86, for reference.
- The ratio of routed vias to standard cells is 3.55, for reference.
- Looking at the critical path, the single cell with the biggest stage delay is sky130_fd_sc_hd__dfstp_2.
- In the final report, the number of endpoints failing setup comes to 0.
- According to the CTS report, the clock sink count is 21.
- A synthesized cell averages 11.2 µm².
- The number of setup buffers added after CTS is 0, for reference.
- The final hold violation count recorded for this run is 0.
- Power spread over the standard cell area amounts to 527 nW/µm².
- The number of nets with antenna violations after routing is 0, for reference.
- The headroom to the max-slew limit is 0.599, for reference.
- The required time of the critical path is 1.84 ns, for reference.
- The worst hold path belongs to the class flop to flop.
- The cell count after synthesis came out at between 80 and 90.
- The netlist area before placement is 965 µm², for reference.
- After layout, the design draws a total of 0.000639 W.
- The deepest level of the CTS H-tree is 1, for reference.
- The highest fanout seen on the critical path is 3, for reference.
- The report lists the number of standard-cell rows as 27.
- Per the post-run analysis, buffers plus inverters along the critical path come to 1.
- Per the power-grid run, VDD falls by no more than 0.192 mV.
- The worst setup slack before clock tree synthesis is about 0.36 ns, for reference.
- At the pin with the least slew margin, the transition time is 0.596 ns.
- The category of the most critical setup path is flop to output port, for reference.
- The power report attributes to the clock group a share of 0.375.
- The dominant cell type by area after synthesis is sky130_fd_sc_hd__dfrtp_1, for reference.
## registers in the layout (all words and copies together), names as in the netlist
name and cells:
cnt 2, enter 1, fifo 4, fifo_valid 4, flush 1, last_enter 1
m_data_o 2, m_keep_o 2, m_last_o 1, m_valid_o 1, pnt 1, s_ready_o 1
## logic make-up after synthesis
group / after synthesis / synth area share
muxes: 9 / 0.115
AOI/OAI and AO/OA: 16 / 0.115
adders and majority gates: 4 / 0.0519
buffers and inverters: 8 / 0.0428
and+or+nand+nor: 28 / 0.128
DFF: 21 / 0.546
## metrics by stage
step | hold slack [ns] | cells | instance area [µm²]
after floorplan | 0.426 | 86 | 965
after global placement | 0.470 | 169 | 1170
after detailed placement | 0.477 | 169 | 1170
after CTS | 0.495 | 173 | 1210
after global routing | 0.519 | 173 | 1210
final | 0.489 | 173 | 1210
## layout make-up
cell class | instances | area (µm²)
Tap cell | 72 | 90.1
Multi-Input combinational cell | 57 | 397
Sequential cell | 21 | 527
Timing Repair Buffer | 14 | 135
Fill cell | 586 | 4260
Clock inverter | 1 | 5.00
Clock buffer | 3 | 41.3
Inverter | 5 | 18.8
## placed cells by master (no fill, tap or decap)
cell / Yosys / layout
sky130_fd_sc_hd__and3_1: 1 / 1
sky130_fd_sc_hd__clkbuf_8: 0 / 3
sky130_fd_sc_hd__ha_1: 4 / 4
sky130_fd_sc_hd__inv_1: 5 / 5
sky130_fd_sc_hd__nand3_1: 4 / 4
sky130_fd_sc_hd__a21oi_1: 2 / 2
sky130_fd_sc_hd__dfrtp_1: 20 / 20
sky130_fd_sc_hd__o31ai_1: 2 / 2
sky130_fd_sc_hd__o21ai_0: 7 / 7
sky130_fd_sc_hd__clkinv_2: 0 / 1
sky130_fd_sc_hd__dfstp_2: 1 / 1
sky130_fd_sc_hd__nand2_1: 16 / 16
sky130_fd_sc_hd__nand2b_1: 1 / 1
sky130_fd_sc_hd__nor2_1: 3 / 3
sky130_fd_sc_hd__a22oi_1: 1 / 1
sky130_fd_sc_hd__a22o_1: 2 / 2
sky130_fd_sc_hd__o21bai_4: 1 / 1
sky130_fd_sc_hd__o21a_1: 1 / 1
sky130_fd_sc_hd__nand3b_1: 1 / 1
sky130_fd_sc_hd__buf_4: 1 / 2
sky130_fd_sc_hd__mux2_4: 4 / 4
sky130_fd_sc_hd__mux2_2: 1 / 1
sky130_fd_sc_hd__nand2_2: 2 / 2
sky130_fd_sc_hd__mux2i_1: 4 / 4
sky130_fd_sc_hd__clkdlybuf4s50_1: 0 / 12
## layer usage
layer,track usage,vias up,share of wire
li1,-,325,-
met1,0.0564,277,0.49
met2,0.0618,10,0.44
met3,0.0128,2,0.053
met4,0.00873,0,0.013
met5,0,-,0
## power by group through the flow
stage | Clock [W] | Combinational (W) | Sequential (W)
CTS | 0.000248 | 0.0000292 | 0.000371
global route | 0.000269 | 0.0000317 | 0.000372
finish | 0.000240 | 0.0000281 | 0.000372
## worst paths after layout
| kind | start | end | slack [ns] | depth (start not counted) |
|---|---|---|---|---|
| worst min register to register | m_data_o[1] | m_data_o[1] | 0.49 | 2 |
| worst max register to register | s_ready_o | fifo[1] | 0.81 | 3 |
| min in group asynchronous | rst_n | m_valid_o | 0.53 | 3 |
| max in group asynchronous | rst_n | s_ready_o | 1.49 | 3 |
| worst min-delay path | m_data_o[1] | m_data_o[1] | 0.49 | 2 |
| worst max-delay path | s_ready_o | s_ready_o | 0.58 | 1 |
Power and IR drop assume default switching activity.
